===== design/flow/config.mk =====
export PLATFORM = sky130hd
export DESIGN_NAME = CoReg_unit
export DESIGN_NICKNAME = CoReg_unit
export VERILOG_FILES = /design/flow/design.v
export SDC_FILE = /design/flow/constraint.sdc
export NUM_CORES = 4
export LEC_CHECK = 1
export CORE_UTILIZATION = 30

===== design/flow/constraint.sdc =====
current_design CoReg_unit

set clk_period 6.8
set clk_io_pct 0.2

create_clock -name clk0 -period $clk_period [get_ports {clk}]

set non_clock_inputs [all_inputs -no_clocks]
set_input_delay [expr $clk_period * $clk_io_pct] -clock clk0 $non_clock_inputs
set_output_delay [expr $clk_period * $clk_io_pct] -clock clk0 [all_outputs]

===== design/flow/design.v =====
module CoReg_unit(
    input           clk,
    input   [ 4:0 ] rd,
    input   [31:0 ] data_des,
    input           data_valid,
    input   [ 4:0 ] rs1pred,
    output  [31:0]  data_rs1pred
);
    (* ram_style = "block" *) reg     [31:0]  xreg[0:31];        
    integer i;
    initial begin
        for (i = 0; i < 32; i = i + 1) begin
            xreg[i] = 32'h00000000;
        end
    end
    assign  data_rs1pred=   xreg[rs1pred];
    always @(posedge clk) begin
        if(data_valid) 
            xreg[rd] <= data_des;
    end
endmodule

===== design/flow/run.sh =====
#!/bin/bash
# OpenROAD 26Q1-2900-gdf79404cd8, Yosys 0.63+post, stock flow scripts
make -C /OpenROAD-flow-scripts/flow DESIGN_CONFIG=/design/flow/config.mk WORK_HOME=/design/flow/orfs finish

==> flow_summary_export.csv <==
group,metric,value,unit
global_route,grt_max_degree,81,
timing,tightest_slew,0.9583,ns
synthesis,top_area_cell,"edfxtp_1",
floorplanning,fp_util,0.3027,
clocking,cts.reportedPaths.clkPinSlew,0.07,ns
timing,finalSetupTns,0,ns
floorplanning,die_h,366.4,um
setup_path,critPathMaxStageDelay,0.61,ns
synthesis,ys_chip_area,0.03984,mm^2
timing,setup_viol,0,
routing,vias,20510,
synthesis,ys_cells,2228,
clocking,cts_max_path_buffers,3,
min_path,hold_class,"input pin to register",
routing,viasPerCell,4.875,
setup_path,cp.arrival,4.03,ns
timing,setup_ws,1.406,ns
synthesis,synth_seq_share,0.7717,
global_route,grt_pass1_wl,146500,um
routing,drtAntennaViolNets,0,
placement,portBuffers,75,
setup_path,start_kind,"input pin",
floorplanning,rows,133,
setup_path,crit_top_cell,"clkdlybuf4s50_1",
run,log.warning_count,26,
setup_path,crit_fanout,29,
run,maxCapViolCount,0,
timing,fmax,185.4,MHz
setup_path,slowest_stage,"clkdlybuf4s50_1",
synthesis,yosysTopAreaCellShare,0.7717,
synthesis,synth_area,0.03984,mm^2
synthesis,mux_area_frac,0.1286,
synthesis,yosys.area_share.simple,0.03150,
synthesis,synthCells,2228,
cells_and_area,most-common-layout-cells,"edfxtp_1, mux2i_1, nand3_1",
floorplanning,core,0.1316,mm^2
setup_path,crit_required,5.44,ns
placement,dpl.cell_count,4034,
routing,drt_iter0_drc,1181,
timing,timing.final.crit_share,0.7932,
floorplanning,io_pins,76,
routing,wirelength,101700,um
global_route,gr-total-overflow,0,
placement,post_dp_cell_area,0.04328,mm^2
timing,slew_viol_final,0,
synthesis,logic_family,"multiplexers",
status,outcome,"complete, no violations",
cells_and_area,fin_area,0.04626,mm^2
timing,rsz0062_at_grt,"no",
clocking,htree_levels,3,
placement,pre_cts_slack,1.335,ns
cells_and_area,largestRegisters,"xreg x1024",
synthesis,ys_sh_aoi,0.04924,
cells_and_area,largest_register_ffs,1024,
cells_and_area,lay_top_count,"edfxtp_1",
synthesis,ys.flops,1024,
clocking,cts_resized,0,
global_route,grt_usage,0.1607,
floorplanning,dieArea,0.1343,mm^2
setup_path,end_kind,"output port",
global_route,antenna_found_initial,9,
timing,hold_ws,1.536,ns
clocking,cts_tree,"done",
cells_and_area,drive_gt1_frac,0.1122,
timing,period_minus_slack,5.394,ns
cells_and_area,syn_to_final_growth,16.10,%
placement,gp_congestion,0.8196,
synthesis,synth_area_per_cell,17.88,um^2
routing,drc_errors,0,
cells_and_area,regMostFlops,"xreg",
clocking,cts_setup_buffers,0,
synthesis,ys_warn_count,1,
synthesis,yosys.cell_types.count,24,
placement,dp_hpwl,52930,um
clocking,cts_made_buffers,93,
routing,dr.pass1.iters,5,
pwr,peakVddDrop,174.7,uV
synthesis,fa_ha_area_frac,0,
setup_path,crit_path_cell_trace,"clkdlybuf4s50_1, and2_4, buf_4, a22o_1, nor3_1, a31oi_1, nand3_1, clkdlybuf4s50_1",
clocking,hold_buffers,0,
cells_and_area,instances_no_fill,4207,
routing,routedWlPerCell,24.17,um
synthesis,xor_share,0,
global_route,grt_pass1_vias,21180,
setup_path,path_class,"input pin to output port",
timing,relSlewSlack,0.3591,
pwr,cellPowerDensity,278.2,mW/mm^2
floorplanning,die_w,366.4,um
pwr,p_leak,0.01564,uW
timing,hold_viol,0,
synthesis,topCellsByArea,"edfxtp_1, mux2i_1, a22oi_1",
clocking,cts.sinks,1024,
clocking,clockRootBuffer,"clkbuf_16",
path summary, 6_finish.rpt:
| kind | from | endpoint | depth (start not counted) |
|---|---|---|---|
| max | rs1pred[1] | data_rs1pred[20] | 8 |
| min | data_des[30] | xreg[24][30] | 2 |
routing by layer:
layer	share of wire	track usage	up-vias
met4	0.019	0.02760	14
met1	0.36	0.1931	10170
met3	0.14	0.1007	136
met2	0.48	0.2520	1024
met5	0.00087	0.01033	-
li1	-	-	9168
synth_stat cells:
cell	count
nand2_1	98
clkbuf_4	2
and2b_1	1
buf_4	33
nor3_1	32
buf_1	5
nor2_1	34
or3b_2	3
or2_2	1
a22oi_1	96
a21oi_1	96
buf_6	15
or3_1	1
nor2b_1	1
a22o_1	64
nand3_1	98
a31oi_1	32
edfxtp_1	1024
clkbuf_1	46
and2_1	1
nand2b_1	2
buf_2	26
nand3b_1	5
mux2i_1	512
final cells by class:
| class | instances | area (um^2) |
|---|---|---|
| Antenna cell | 2 | 5.005 |
| Clock buffer | 112 | 2441 |
| Clock inverter | 59 | 530.5 |
| Fill cell | 11980 | 85370 |
| Multi-Input combinational cell | 1077 | 8610 |
| Sequential cell | 1024 | 30750 |
| Tap cell | 1755 | 2196 |
| Timing Repair Buffer | 178 | 1729 |
where the power goes:
part | internal, uW | leakage (uW) | switching, uW | total [uW]
registers | 7020 | 0.00922 | 14.4 | 7030
clock network | 2900 | 0.00145 | 2220 | 5120
logic | 270 | 0.00497 | 449 | 718
kinds of logic (layout without fill, tap and decap cells):
group / after synthesis / in the layout
AOI/OAI and AO/OA: 288 / 288
buffers and inverters: 127 / 349
DFF: 1024 / 1024
muxes: 512 / 512
other: 0 / 2
and+or+nand+nor: 277 / 277
stage by stage:
stage,total power [uW],utilization
finish,12870,0.3514
global route,13240,0.3514
CTS,12970,0.3514
detailed placement,7898,0.3288
global placement,7893,0.3288
floorplan,7541,-
critical path: cells and delay by family:
kind | cells | cell delay (ns)
and+or+nand+nor | 3 | 0.71
AOI/OAI and AO/OA | 2 | 0.40
buffers and inverters | 3 | 1.52
Power and IR drop assume default switching activity.
