===== /design/flow/constraint.sdc =====
current_design Registers_unit

set clk_period 19.2
set clk_io_pct 0.2

create_clock -name clk0 -period $clk_period [get_ports {clk}]

set non_clock_inputs [all_inputs -no_clocks]
set_input_delay [expr $clk_period * $clk_io_pct] -clock clk0 $non_clock_inputs
set_output_delay [expr $clk_period * $clk_io_pct] -clock clk0 [all_outputs]

===== /design/flow/design.v =====
module Registers_unit(
    input           clk,
    input           rst,
    input   [ 4:0 ] rs1,
    input   [ 4:0 ] rs2,
    input   [ 4:0 ] rd,
    input   [31:0 ] data_des,
    output  [31:0]  data_rs1,
    output  [31:0]  data_rs2,
    input           data_valid,
    input   [ 4:0 ] rs1pred,
    output  [31:0]  data_rs1pred
);
    reg     [31:0]  xreg[0:31];        
    integer i;
    initial begin
        for (i = 0; i < 32; i = i + 1) begin
            xreg[i] = 32'h00000000;
        end
    end
    assign  data_rs1    =   xreg[rs1];
    assign  data_rs2    =   xreg[rs2];
    assign  data_rs1pred=   xreg[rs1pred];
    always @(posedge clk) begin
        if(!rst) begin
            for(i = 0; i < 32; i = i + 1) begin
                xreg[i] <= 32'h00000000;
            end
        end
        else         
            if(data_valid && rd != 5'b00000) xreg[rd] <= data_des;
    end
endmodule

===== /design/flow/config.mk =====
export PLATFORM = sky130hd
export DESIGN_NAME = Registers_unit
export DESIGN_NICKNAME = Registers_unit
export VERILOG_FILES = /design/flow/design.v
export SDC_FILE = /design/flow/constraint.sdc
export NUM_CORES = 4
export LEC_CHECK = 1
export CORE_UTILIZATION = 30

===== /design/flow/run.sh =====
#!/bin/bash
# OpenROAD 26Q1-2900-gdf79404cd8, Yosys 0.63+post, stock flow scripts
make -C /OpenROAD-flow-scripts/flow DESIGN_CONFIG=/design/flow/config.mk WORK_HOME=/design/flow/orfs finish

==> run summary <==
Here are the numbers from the latest Yosys + OpenROAD run.

The detailed-route vias per instance came out at around 5.7. Post-CTS repair ended up resizing 0 cells. For the final routed database, the setup TNS stands at 0 ns.

STA classifies the critical path endpoint as a primary output. TritonRoute reported its final design rule violation total as 0. The buffering stage count on the worst path with inverters included came out at 6. TritonCTS built the clock tree. The total congestion overflow is 0. The number of global-route vias before repair is roughly 50000.

By instance count, the cell type seen most on the critical path is buf_4. RePlAce ended its routability-driven mode at a weighted congestion of between 0.9 and 1. The count of filler cells inserted in the layout is 20420. The remaining max-slew budget at the tightest pin is 31.51%. The post-CTS setup buffer count is 0. The worst endpoint data arrival time is 8.80 ns.

The register containing the most flip-flops in the final layout is xreg. Including well taps, the total number of placed cells is 8419. The post-synthesis sequential area ratio is a little under half. The die span in y is around 470 um.

The area added between synthesis and finish is 12.95%. The total routing resource utilization after global routing came out at between 20% and 30%. Counting instances, the worst hold path has a depth of 3. The routed layout has 49070 vias. The worst voltage drop across the vdd grid is approximately 0.075 mV. Counting the warning lines in the Yosys log gives 1. After synthesis the netlist holds a flip-flop and latch count of between 1000 and 1500. The largest single stage delay on the critical path is about 0.77 ns. The fmax is 79.09 MHz.

The count of different cell masters after synthesis came out at 32. The gate family responsible for the most delay along the worst path is buffers and inverters. The post-cts hold buffer count came out at 0. The instance tally after logic synthesis is about 5800. The number of cells on the critical path is 10.

The maximum root-to-sink buffer count came out at 3. The number of flip-flops in the largest register came out at around 1000. Of the available clock period, the critical path in the final layout requires roughly two thirds.

The total core area is roughly 210000 um^2. 151 I/O pins were placed. The initial antenna violation count came out at 28. The slowest stage of the critical path belongs to the cell buf_4.

CTS placed an instance of clkbuf_16 at the clock tree root. The cell area that synthesis handed to floorplanning was between 60000 and 70000 um^2. The number of warnings the tools reported came out at 26.

The number of cells reported by Yosys stat comes to about 5800. According to the Yosys statistics, the synthesized design has a chip area of ~64000 um^2. Across all hold checks on the routed design, the worst slack comes to about 3.9 ns. The clock-pin slew reported for the worst setup and hold paths after clock tree synthesis is about 0.060 ns. The number of clock buffers inserted by TritonCTS came out at 111. The initial core utilization is between 30% and 40%. The max capacitance violation total came out at 0. The count of antenna-violating nets left after detailed routing came out at 0. The number of rows in the core area came out at about 170. The final number of hold-violating endpoints came out at 0. The registers reported with the highest flop counts are xreg (1024). Leaving out filler cells and counting taps, the final layout contains roughly 8600.

STA classifies the critical path startpoint as an input port. The OpenROAD report gives the critical path a required time of approximately 15 ns. The launch point of the worst min-delay path is recorded as rst. The tree built by TritonCTS fans out to between 1000 and 1500 sinks. The tally of buffers added on design ports is around 150. The number of iterations in the first detailed-routing pass came out at 6. The minimum clock period after layout is 12.64 ns. Looking at the setup timing report, the critical path kind is input port to primary output. The final count of pins violating max slew came out at 0. The detailed placement HPWL is between 150 and 200 mm. The cell area after layout is 72850 um^2. The static leakage came out at around 29 nW.

The placement-stage cell area came out at approximately 69000 um^2. The mean routed wirelength per cell is 30.79 um. The count of endpoints failing setup in the final report came out at 0. The average cell area after synthesis came out at 11.18 um^2. In this run the worst path has a maximum fanout of ~72. The critical path goes through buf_8, buf_4, buf_4, buf_4, buf_4, mux2i_1, a22oi_1, a31oi_1, nand3_1, clkdlybuf4s50_1.

The flow ran to the end, and the final reports show no timing, DRC or antenna violations. The transition time at the pin with the least slew margin is just over 1 ns. Setup repair after global routing left no endpoint under its margin. The total number of H-tree levels is 3.

The die outline width came out at approximately 470 um. The worst hold path terminates at xreg[17][28]. The area enclosed by the die boundary is approximately 220000 um^2. The power per unit of standard cell area is ~80 nW/um^2. After layout, the design draws a total of 5.744 mW. The path category of the worst min-delay check is input port to flip-flop. For this block, the initial DRC count from the detailed router was between 3000 and 4000. The maximum number of pins on one net before global-route repair is around 90. The global-route wire length before repair came out at 369.9 mm.

The ratio of cells with drive above 1 in the final layout came out at under 10%. The detailed-route wire length came out at 265.7 mm.
## cell type report
type	count	area (um^2)	share of cell area, %
multi-input cells	4197	31770	43.61
flip-flops and latches	1024	30750	42.21
well taps	2821	3530	4.845
repair buffers	376	3273	4.493
clock buffers	140	2908	3.991
clock inverters	58	580.6	0.7969
diodes	14	35.03	0.04809
inverters	1	3.754	0.005152
## metal layers
layer	global-route usage [%]	wire length [um]	vias up
met3	14.61	38780	913
li1	-	-	21290
met4	14.59	19240	40
met5	2.437	727	-
met1	27.66	88500	23520
met2	37.65	118500	3299
## how the worst max path moves through the flow
stage	startpoint	slack [ns]	endpoint
4_1_cts	rs2[1]	6.64	data_rs2[2]
6_report	rs2[1]	6.56	data_rs2[2]
5_1_grt	rs2[1]	6.46	data_rs2[2]
## per-stage QoR
| stage | worst slack [ns] | utilization, % |
|---|---|---|
| 2_1_floorplan | 10.36 | - |
| 3_3_place_gp | 6.594 | 32.56 |
| 3_5_place_dp | 6.661 | 32.56 |
| 4_1_cts | 6.636 | 34.20 |
| 5_1_grt | 6.462 | 34.20 |
| 6_report | 6.556 | 34.21 |
## power breakdown
part           leakage (nW)  switching [mW]  internal [mW]
registers              9.75          0.0913           2.59
clock network          1.70           0.930           1.20
logic                  17.1           0.593          0.343
total                  28.5            1.61           4.13
## logic make-up (layout without fill, tap and decap cells)
logic type | Yosys count | count (layout) | share of synthesized area [%]
buf+inv | 577 | 575 | 4.210
flops | 1024 | 1024 | 47.68
mux | 1536 | 1536 | 23.84
simple gates | 1734 | 1734 | 14.91
other cells | 1 | 46 | 0.005814
compound gates | 895 | 895 | 9.366
## cell usage in the layout, fill, tap and decap left out, drive strengths merged
| cell | netlist | layout |
|---|---|---|
| a21oi | 288 | 288 |
| a22o | 192 | 192 |
| a22oi | 288 | 288 |
| a31oi | 96 | 96 |
| and2 | 995 | 995 |
| buf | 249 | 230 |
| bufinv | 0 | 10 |
| clkbuf | 327 | 140 |
| clkdlybuf4s50 | 0 | 146 |
| clkinv | 0 | 39 |
| clkinvlp | 0 | 4 |
| conb | 1 | 32 |
| diode | 0 | 14 |
| edfxtp | 1024 | 1024 |
| inv | 1 | 6 |
| mux2i | 1536 | 1536 |
| nand2 | 294 | 294 |
| nand2b | 6 | 6 |
| nand3 | 289 | 289 |
| nand3b | 3 | 3 |
| nand4 | 1 | 1 |
| nand4b | 1 | 1 |
| nor2 | 36 | 36 |
| nor2b | 6 | 6 |
| nor3 | 96 | 96 |
| o21ai | 31 | 31 |
| or2 | 3 | 3 |
| or3 | 2 | 2 |
| or3b | 2 | 2 |
## cells in the mapped netlist
master,n,share of area [%]
a22o_1,192,2.6
mux2i_1,1536,24
clkbuf_2,18,0.14
buf_6,3,0.052
and2_1,995,9.7
nand4b_1,1,0.014
nand2b_1,6,0.058
nand2_1,293,1.7
nor2_4,5,0.087
buf_4,98,1.1
edfxtp_1,1024,48
nand2_2,1,0.0097
nor3_1,96,0.74
or3_1,1,0.0097
inv_1,1,0.0058
a31oi_1,96,0.93
conb_1,1,0.0058
nor2b_1,6,0.058
nand4_1,1,0.0097
a22oi_1,288,3.4
clkbuf_1,309,1.8
or3b_1,2,0.027
o21ai_0,31,0.24
or2_2,3,0.029
or3_4,1,0.017
nand3_1,289,2.2
nand3b_1,3,0.035
a21oi_1,288,2.2
buf_2,109,0.85
nor2_1,24,0.14
nor2_2,7,0.068
buf_1,39,0.23
Power is estimated from default activity; no workload was simulated.
